`flow/design.v`:
```
module uart_top #(parameter clk_freq=1000000,parameter baud_rate=9600)
  (input clk,input rst,input rx,input [7:0] dintx,input send,
   output tx,output [7:0] doutrx,output donetx,output donerx); 
  uarttx #(clk_freq,baud_rate) utx(clk,rst,send,dintx,tx,donetx);
  uartrx #(clk_freq,baud_rate) rtx(clk,rst,rx,donerx,doutrx);
endmodule
module uarttx #(parameter clk_freq=1000000,parameter baud_rate=9600)
  (input clk,input rst,input send,input[7:0] tx_data,output reg tx,output reg donetx);
  integer count=0;
  integer counts=0;
  localparam clkcount=clk_freq/baud_rate;
  enum bit[1:0] {idle=2'b00,transfer=2'b10} state;
  reg uclk=0;
  always@(posedge clk)
    begin
      if(count<clkcount/2)
        count=count+1;
      else begin
        count<=0;
        uclk=~uclk;
      end
    end
  reg[7:0] din; 
  always@(posedge uclk)
    begin
      if(rst)
        begin
          state<=idle;
        end
      else
        begin
          case(state)
            idle:
              begin
                counts<=0;
                tx<=1'b1; 
                donetx=1'b0;
                if(send)
                  begin
                    state<=transfer;
                    din<=tx_data;
                    tx=1'b0;
                  end
                else
                  state<=idle;
              end
            transfer:
              begin
                if(counts<=7)
                  begin
                    counts<=counts+1;
                    tx<=din[counts];
                    state<=transfer;
                  end
                else
                  begin
                    counts<=0;
                    tx<=1'b1;
                    state<=idle;
                  	donetx<=1'b1;
                  end
              end
            default:state<=idle;
          endcase
        end
    end
endmodule
module uartrx #(parameter clk_freq=1000000,parameter baud_rate=9600) 
  (input clk,input rst,input rx,output reg done,output reg[7:0] rxdata);
  integer count=0;
  integer counts=0;
  localparam clkcount=clk_freq/baud_rate;
  enum bit[1:0] {idle=2'b00,start=2'b01} state;
  reg uclk=0;
  always@(posedge clk)
    begin
      if(count<clkcount/2)
        count=count+1;
      else begin
        count<=0;
        uclk=~uclk;
      end
    end
  always@(posedge uclk)
    begin
      if(rst)
        begin
          rxdata<=8'h00;
          counts<=0;
          done<=1'b0;
        end
      else
        begin
          case(state)
            idle:
              begin
                rxdata<=8'h00;
          		counts<=0;
          		done<=1'b0;
                if(rx==1'b0)
                  state<=start;
                else
                  state=idle;
              end
            start:
              begin
                if(counts<=7)
                  begin
                    counts=counts+1;
                    rxdata<={rx,rxdata[7:1]};
                  end
                else
                  begin
                 	 counts<=0;
               	  	 done<=1'b1;
               	  	 state=idle;
              	  end
              end
            default:state<=idle;
          endcase
        end
    end
endmodule
```
`flow/run.sh`:
```
#!/bin/bash
# OpenROAD 26Q1-2900-gdf79404cd8, Yosys 0.63+post, stock flow scripts
make -C /OpenROAD-flow-scripts/flow DESIGN_CONFIG=/design/flow/config.mk WORK_HOME=/design/flow/orfs finish
```
`flow/config.mk`:
```
export PLATFORM = sky130hd
export DESIGN_NAME = uart_top
export DESIGN_NICKNAME = uart_top
export VERILOG_FILES = /design/flow/design.v
export SDC_FILE = /design/flow/constraint.sdc
export NUM_CORES = 4
export LEC_CHECK = 1
export CORE_UTILIZATION = 50
```
`flow/constraint.sdc`:
```
current_design uart_top

set clk_period 6.5
set clk_io_pct 0.2

create_clock -name clk0 -period $clk_period [get_ports {clk}]

set non_clock_inputs [all_inputs -no_clocks]
set_input_delay [expr $clk_period * $clk_io_pct] -clock clk0 $non_clock_inputs
set_output_delay [expr $clk_period * $clk_io_pct] -clock clk0 [all_outputs]
```
==> flow_metrics.py <==
# Physical implementation metrics
metrics = {
    "run_status": {
        "outcome": "complete, no violations",
    },
    "logic_synthesis": {
        "ys.flops": 153,
        "ys.flop_type": "dfxtp_1",
        "synth_warnings": 2,
        "ys_seq_share": 0.472,
        "async_flop_share": 0,
        "syn_area_um2": 7430,
        "edf_count": 44,
        "yosys-top-cells-area": "dfxtp_1, edfxtp_1, nor2_1",
        "yosys_area_um2": 7430,
        "syn_inst": 812,
        "yosysTopAreaCellShare": 0.294,
        "yosysTopAreaCell": "dfxtp_1",
        "avgSynthCellArea_um2": 9.15,
        "ys_types": 58,
        "yosysCellCount": 812,
    },
    "timing": {
        "unclocked_pins": 87,
        "fin_crit_sh": 0.322,
        "finClkSkew_ns": 0.00395,
        "hold_slack_ns": 0.445,
        "tightest_slew_ns": 0.791,
        "hold_viol": 0,
        "fmax_ghz": 0.478,
        "fin_ws_ns": 4.41,
        "untimed_endpoints": 140,
        "drv_slew": 0,
        "finalSetupTns_ns": 0,
        "fin_crit_ns": 2.09,
        "rsz0062_at_grt": "no",
        "slew_headroom": 0.468,
        "finalSetupViolCount": 0,
    },
    "placed_design": {
        "io_buffers": 22,
        "dp_hpwl_um": 9830,
        "dp_slack_ns": 4.41,
        "finalWeightedCongestion": 0.849,
    },
    "worst_setup_path": {
        "critical_path.endpoint_type": "register",
        "critical_path_class": "register to register",
        "r2r_cells": 4,
        "cp.required_ns": 6.57,
        "start_kind": "register",
        "timing.rr.end": "rtx.uclk$_DFFE_PN_",
        "r2r_start": "rtx.count[21]$_SDFF_PN0_",
        "path_max_fanout": 17,
        "rrSetupSlack_ns": 4.41,
        "worstPathArrival_ns": 2.16,
    },
    "power": {
        "p_per_area_nw_per_um2": 107,
        "internal_power_uw": 694,
        "seqPwrFrac": 0.472,
        "clkPwrFrac": 0.502,
        "peakVddDrop_v": 0.000181,
        "power_leakage_uw": 0.00267,
        "p_comb_frac": 0.026,
        "p_sw_frac": 0.202,
        "netSwitchingPower_uw": 175,
        "power_uw": 870,
    },
    "min_path": {
        "hold_depth": 1,
        "hp-class": "register to register",
        "min_to": "rtx.count[0]$_SDFF_PN0_",
        "hp-start": "rtx.count[0]$_SDFF_PN0_",
    },
    "routing": {
        "via_per_inst": 5.63,
        "num_vias": 5680,
        "initialDrtViolationCount": 265,
        "drtAntennaViolNets": 0,
        "routed_wl_um": 14300,
        "antenna_cells": 0,
        "drc_errors": 0,
        "wl_per_cell_um": 14.2,
        "firstDrtPassIters": 5,
    },
    "cts": {
        "cts_tree": "done",
        "cts.path.max_buffers": 2,
        "hold_buffers": 0,
        "clk_pin_slew_worst_paths_ns": 0.05,
        "clk_latency_ns": 0.32,
        "h-tree-depth": 3,
        "cts-root-buf": "clkbuf_16",
        "cts_buffers": 9,
        "postCtsSetupBuffers": 0,
        "post_cts_resized": 0,
    },
    "global_route": {
        "overflow": 0,
        "track_usage": 0.200,
        "grt_first_pass_wirelength_um": 24000,
        "grt_pass1_vias": 5023,
        "grt_max_degree": 46,
        "antenna_found_initial": 0,
    },
    "floorplan": {
        "fp-row-count": 44,
        "num_io_pins": 23,
        "die_height_um": 124,
        "coreArea_um2": 14500,
        "die-area_um2": 15300,
        "fp_util": 0.511,
        "die_w_um": 124,
    },
    "finish": {
        "drive_gt1_frac": 0.0546,
        "most-common-layout-cells": "nor2_1, dfxtp_1, nand2_1, nand4_1, xor2_1",
        "lay_top_count": "nor2_1",
        "syn2layout_area_growth_pct": 8.96,
        "comb_area_um2": 3740,
        "register_area_um2": 3500,
        "final_util": 0.557,
        "fillCellCount": 1244,
    },
    "run": {
        "max-cap-violations": 0,
        "openroad.warnings": 25,
    },
}
-- per-layer routing --
layer / global-route usage / part of all wire / wire (µm)
met5: 0 / 0 / 0
met1: 0.334 / 0.52 / 7390
met4: 0.0149 / 0.0071 / 102
met2: 0.303 / 0.44 / 6350
met3: 0.0299 / 0.032 / 463
-- cells in the mapped netlist, types with 10 or more instances --
cell      count
a21oi_1      41
a31oi_1      10
and4_1       11
clkbuf_1     20
dfxtp_1     109
edfxtp_1     44
inv_1        15
nand2_1      63
nand3_1      47
nand4_1      51
nor2_1      120
nor3_1       20
nor4_1       34
o21ai_0      19
or3_1        10
xnor2_1      37
xor2_1       49
-- cell families after synthesis --
group                      Yosys count  share of synthesized area
DFF                                153                      0.472
AOI/OAI and AO/OA                   94                     0.0761
buffers and inverters               50                     0.0276
muxes                               11                     0.0184
xor gates and xnor gates            86                      0.101
adders and majority gates            4                    0.00674
and+or+nand+nor                    414                      0.298
-- critical path, stage by stage (launching register included) --
cell     delay (ns)
dfxtp_1        0.32
or4_1          0.51
nor3_1         0.20
a41oi_2        0.42
buf_4          0.37
-- per-stage QoR --
stage | cells | instance area (µm²)
floorplan | 812 | 7430
global placement | 993 | 7820
detailed placement | 993 | 7820
CTS | 1008 | 8090
global route | 1008 | 8090
finish | 1008 | 8090
-- sequential cells by signal (all words and copies together) (netlist names) --
name	cells
rtx.count	32
rtx.counts	32
rtx.done	1
rtx.rxdata	8
rtx.state	2
rtx.uclk	1
utx.count	32
utx.counts	32
utx.din	8
utx.donetx	1
utx.state	2
utx.tx	1
utx.uclk	1
-- cell type report --
class | count | share of cell area
multi-input combinational | 609 | 0.462
clock inverter | 3 | 0.00186
sequential | 153 | 0.433
clock buffer | 12 | 0.0317
timing repair buffer | 32 | 0.0365
tap | 184 | 0.0284
inverter | 15 | 0.00696
-- power by group through the flow --
stage	Sequential [µW]	Combinational, µW	Clock, µW
after CTS	410	23.2	447
after global routing	410	24.9	467
final	410	22.9	436
-- worst max path at each step --
| stage | slack, ns | start | to | cells past startpoint |
|---|---|---|---|---|
| CTS | 4.40 | rtx.count[21]$_SDFF_PN0_ | rtx.uclk$_DFFE_PN_ | 4 |
| global route | 4.20 | rtx.count[2]$_SDFF_PN0_ | rtx.count[28]$_SDFF_PN0_ | 5 |
| finish | 4.41 | rtx.count[21]$_SDFF_PN0_ | rtx.uclk$_DFFE_PN_ | 4 |
Power and IR drop assume default switching activity.
